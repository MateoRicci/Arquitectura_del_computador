===== flow/design.v =====
module adder #(parameter N = 64)
					(input logic [N-1:0] a, b,
					output logic [N-1:0] y);
	assign y = a + b;
endmodule
module alu (input logic [63:0] a, input logic [63:0] b, input logic [3:0] ALUControl,
				output logic [63:0] result, output logic zero);
	always_comb begin
		casez(ALUControl)
			4'b0000: result = a & b;
			4'b0001: result = a | b;
			4'b0010: result = a + b;
			4'b0110: result = a - b;
			4'b0111: result = b;
			default : result = 64'b1;
		endcase
		zero = result === '0 ? '1 : '0;
	end
endmodule
module datapath #(parameter N = 64)
					(input logic reset, clk,
					input logic reg2loc,									
					input logic AluSrc,
					input logic [3:0] AluControl,
					input logic	Branch,
					input logic memRead,
					input logic memWrite,
					input logic regWrite,	
					input logic memtoReg,									
					input logic [31:0] IM_readData,
					input logic [N-1:0] DM_readData,
					output logic [N-1:0] IM_addr, DM_addr, DM_writeData,
					output logic DM_writeEnable, DM_readEnable );					
	logic PCSrc;
	logic [N-1:0] PCBranch_E, aluResult_E, writeData_E, writeData3; 
	logic [N-1:0] signImm_D, readData1_D, readData2_D;
	logic zero_E;
	logic [95:0] qIF_ID;
	logic [270:0] qID_EX;
	logic [202:0] qEX_MEM;
	logic [134:0] qMEM_WB;
	fetch 	#(64) 	FETCH 	(.PCSrc_F(PCSrc),
										.clk(clk),
										.reset(reset),
										.PCBranch_F(qEX_MEM[197:134]),
										.imem_addr_F(IM_addr));								
	flopr 	#(96)		IF_ID 	(.clk(clk),
										.reset(reset), 
										.d({IM_addr, IM_readData}),
										.q(qIF_ID));
	decode 	#(64) 	DECODE 	(.regWrite_D(qMEM_WB[134]),
										.reg2loc_D(reg2loc), 
										.clk(clk),
										.writeData3_D(writeData3),
										.instr_D(qIF_ID[31:0]), 
										.signImm_D(signImm_D), 
										.readData1_D(readData1_D),
										.readData2_D(readData2_D),
										.wa3_D(qMEM_WB[4:0]));				
	flopr 	#(271)	ID_EX 	(.clk(clk),
										.reset(reset), 
										.d({AluSrc, AluControl, Branch, memRead, memWrite, regWrite, memtoReg,	
											qIF_ID[95:32], signImm_D, readData1_D, readData2_D, qIF_ID[4:0]}),
										.q(qID_EX));	
	execute 	#(64) 	EXECUTE 	(.AluSrc(qID_EX[270]),
										.AluControl(qID_EX[269:266]),
										.PC_E(qID_EX[260:197]), 
										.signImm_E(qID_EX[196:133]), 
										.readData1_E(qID_EX[132:69]), 
										.readData2_E(qID_EX[68:5]), 
										.PCBranch_E(PCBranch_E), 
										.aluResult_E(aluResult_E), 
										.writeData_E(writeData_E), 
										.zero_E(zero_E));											
	flopr 	#(203)	EX_MEM 	(.clk(clk),
										.reset(reset), 
										.d({qID_EX[265:261], PCBranch_E, zero_E, aluResult_E, writeData_E, qID_EX[4:0]}),
										.q(qEX_MEM));	
	memory				MEMORY	(.Branch_M(qEX_MEM[202]), 
										.zero_M(qEX_MEM[133]), 
										.PCSrc_M(PCSrc));
	assign DM_writeData = qEX_MEM[68:5];
	assign DM_addr = qEX_MEM[132:69];
	assign DM_writeEnable = qEX_MEM[200];
	assign DM_readEnable = qEX_MEM[201];
	flopr 	#(135)	MEM_WB 	(.clk(clk),
										.reset(reset), 
										.d({qEX_MEM[199:198], qEX_MEM[132:69],	DM_readData, qEX_MEM[4:0]}),
										.q(qMEM_WB));
	writeback #(64) 	WRITEBACK (.aluResult_W(qMEM_WB[132:69]), 
										.DM_readData_W(qMEM_WB[68:5]), 
										.memtoReg(qMEM_WB[133]), 
										.writeData3_W(writeData3));		
endmodule
module decode #(parameter N = 64)
					(input logic regWrite_D, reg2loc_D, clk,
					input logic [N-1:0] writeData3_D,
					input logic [31:0] instr_D,
					output logic [N-1:0] signImm_D, readData1_D, readData2_D, 
					input logic [4:0] wa3_D);  
	logic [4:0] ra2;			
	mux2 	#(5) 	ra2mux	(.d0(instr_D[20:16]), .d1(instr_D[4:0]), .s(reg2loc_D), .y(ra2));
	regfile 		registers(.clk(clk), .we3(regWrite_D), .ra1(instr_D[9:5]), .ra2(ra2), .wa3(wa3_D), 
								 .wd3(writeData3_D), .rd1(readData1_D), .rd2(readData2_D));
	signext 		ext		(.a(instr_D), .y(signImm_D));	
endmodule
module execute #(parameter N = 64)  
(
					input logic AluSrc,
					input logic [3:0] AluControl,
					input logic [N-1:0] PC_E, signImm_E, readData1_E, readData2_E,
					output logic [N-1:0] PCBranch_E, aluResult_E, writeData_E,
					output logic zero_E
	);
	logic [N-1:0] MUX_out;
	logic [N-1:0] sl2_out;
	sl2 sl2(signImm_E,sl2_out);
	mux2 mux(readData2_E, signImm_E, AluSrc, MUX_out);
	adder adder(PC_E,sl2_out,PCBranch_E);
	alu alu(readData1_E,MUX_out,AluControl,aluResult_E, zero_E);
	assign writeData_E = readData2_E;
endmodule
module fetch #(parameter N = 64)(input logic PCSrc_F,clk,reset,
					input logic [N-1:0] PCBranch_F,
					output logic [N-1:0] imem_addr_F);
	logic [N-1:0] add_out;
	logic [N-1:0] mux2_out;
	mux2 #(N) mux(add_out, PCBranch_F, PCSrc_F, mux2_out);
	flopr #(N) pc(clk, reset, mux2_out, imem_addr_F);
	adder #(N) add(imem_addr_F, N'('d4), add_out);
endmodule
module flopr #(parameter N = 64) (input logic clk,
					input logic reset,
					input logic [N-1:0] d,
					output logic [N-1:0] q);
			always_ff @(posedge clk, posedge reset)
				if (reset) q <= 4'b0;
				else q <= d;
endmodule
module memory 	(input logic Branch_M, zero_M,					
					output logic PCSrc_M);
	assign PCSrc_M = Branch_M & zero_M;
endmodule
module mux2 #(parameter N = 64)
				(input logic [N-1:0] d0, d1,
				input logic s,
				output logic [N-1:0] y);
	assign y = s ? d1 : d0;
endmodule
module regfile(input logic clk, input logic we3, input logic [4:0] ra1,
					input logic [4:0] ra2, input logic [4:0] wa3, input logic [63:0] wd3,
					output logic [63:0] rd1, output logic [63:0] rd2);
	logic [63:0] registers [0:31] = '{
		64'd0 , 64'd1 , 64'd2 , 64'd3 , 64'd4 , 64'd5 , 64'd6 , 64'd7 , 64'd8 , 64'd9 ,
		64'd10, 64'd11, 64'd12, 64'd13, 64'd14, 64'd15, 64'd16, 64'd17, 64'd18, 64'd19,
		64'd20, 64'd21, 64'd22, 64'd23, 64'd24, 64'd25, 64'd26, 64'd27, 64'd28, 64'd29,
		64'd30, 64'd0
	};
	always @(*) begin
	  rd1 <= registers[ra1];
	  rd2 <= registers[ra2];
	end
	always_ff @(posedge clk) begin
	  if (we3 == 1 && wa3 != 5'd31) begin
			registers[wa3] <= wd3;
	  end
	end
endmodule
module signext(input logic [31:0] a, output logic [63:0] y);
	always_comb
		casez(a[31:21])
			11'b11111000010,  
			11'b11111000000:  
				y = {{55{a[20]}}, a[20:12]};  
			11'b10110100???:  
				y = {{45{a[23]}}, a[23:5]};  
			11'b100_1000_100?, 11'b110_1000_100?:  
				y = {{52{a[21]}}, a[21:10]};  
			default: y = 0;
		endcase
endmodule
module sl2 #(parameter N = 64)
				(input logic [N-1:0] a,					
				output logic [N-1:0] y);
	assign y[0] = 1'b0;
	assign y[1] = 1'b0;
	assign y[63:2] = a[61:0];
endmodule
module writeback #(parameter N = 64)
					(input logic [N-1:0] aluResult_W, DM_readData_W,
					input logic memtoReg,
					output logic [N-1:0] writeData3_W);					
	mux2 #(64) MtoRmux (.d0(aluResult_W), .d1(DM_readData_W), .s(memtoReg), .y(writeData3_W));
endmodule

===== flow/run.sh =====
#!/bin/bash
# OpenROAD 26Q1-2900-gdf79404cd8, Yosys 0.63+post, stock flow scripts
make -C /OpenROAD-flow-scripts/flow DESIGN_CONFIG=/design/flow/config.mk WORK_HOME=/design/flow/orfs finish

===== flow/config.mk =====
export PLATFORM = sky130hd
export DESIGN_NAME = datapath
export DESIGN_NICKNAME = datapath
export VERILOG_FILES = /design/flow/design.v
export SDC_FILE = /design/flow/constraint.sdc
export NUM_CORES = 4
export LEC_CHECK = 1
export CORE_UTILIZATION = 50
export SYNTH_HDL_FRONTEND = slang

===== flow/constraint.sdc =====
current_design datapath

set clk_period 50.1
set clk_io_pct 0.2

create_clock -name clk0 -period $clk_period [get_ports {clk}]

set non_clock_inputs [all_inputs -no_clocks]
set_input_delay [expr $clk_period * $clk_io_pct] -clock clk0 $non_clock_inputs
set_output_delay [expr $clk_period * $clk_io_pct] -clock clk0 [all_outputs]

==> notes.md <==
flow finished, numbers: status finished clean, DR WL met2 182,000 um, IO Count 303, Mapped Area 0.127 mm2, RR Startpoint ID_EX.q[270], initial antenna violation count 16, via count 75,200, CTS Buf Count 310, Worst-Skew Late Latency 0.96 ns, clk buf depth 4, gp weighted congestion 0.951, Unique cell types 93, final-report max-slew violation count 0, Setup crit end kind register, OpenROAD warning count 31, CTS tree built, Root Buffer clkbuf_16, Async SR Flop Fraction 0.261, DRT antenna net count 0, largest net degree at the start of global routing 106, Peak supply drop 0.0000366 V, num rows 184, DRC 0, minimum clock period 15.59 ns, CP Max Fanout 69, routed vias/inst 6.52, final setup fails 0, Slowest-stage cell, CP buf_4, cell breakdown of the critical path clkdlybuf4s50_1, buf_4, mux2i_4, buf_4, buf_4, buf_4, buf_4, buf_4, buf_12, mux4_2, nand2_1, nand3_1, nand3_1, nand2_1, area delta synth->final 13.3%, Hold Buf Count CTS 0, die width 505 um, initial drt markers 5,607, Warnings, synthesis 0, wire length of the first global-routing pass 575,000 um, Arr. time, crit path 16.39 ns, Resize count post-CTS 0, total global-route track usage 0.355, vias in the first global route 81,400, Initial Utilization 0.503, # Max-Cap Violations 0, critical path required time 50.90 ns, Seq cells post-synth 2,772, Post-synth EDFFs 2,048, Max stage delay on crit path 0.68 ns, LEAKAGE 51.4 nW, share of cells above drive strength 1 0.255, power density of the placed cells 38.2 mW/mm2, final core occ 0.570, ys cells 7,591, FMAX 64.1 MHz, global route total overflow 0, HP Start IF_ID.q[34], Max Used Layer met5, Pre-Repair DR Iteration Count 28, Top FF cell, synth edfxtp_1, core area 0.252 mm2, die area 0.255 mm2, RSZ-0062 raised after global routing no, Rel. slew slack 0.194, crit path launch reg2loc, Clock transition at path regs 0.06 ns, clk sinks 2,772, Most Frequent Cell on Critical Path buf_4, wire per inst 34.8 um, startpoint types primary input, setup TNS 0 ns, Cells after Synth 7,591, Metal-1 WL 122,000 um, final hold slack 0.333 ns, Crit Path Class in2reg, DPL Wire Length 246,000 um, chip area estimate from yosys synthesis 0.127 mm2, Synth Seq Share 0.629, Slew @ Worst Pin 1.21 ns, # Post-CTS Setup Buffers 0, Final Skew 0.0734 ns, routed wl met3 77,200 um, Final Hold Violation Tally 0, Routed WL 401,000 um, Die Y 505 um, htree depth 5, Tcrit/Tclk final 0.311, Syn Area/Cell 16.7 um2, HP Class reg2reg, PortBufs 302
sequential cells by signal, indices dropped and copies added (netlist names):
name and count:
ID_EX.q 226, DECODE.registers.registers 2048, FETCH.pc.q 64, MEM_WB.q 135
IF_ID.q 96, EX_MEM.q 203
layout by cell type (no fill, tap or decap), types with 16 or more instances in the layout:
cell type and instances:
dfrtp_1 716, xnor2_1 122, nand2b_1 19, clkinv_1 36
a21o_1 121, nor2b_1 24, o22ai_1 29, clkbuf_16 317
and3_1 41, clkbuf_1 90, nand4_1 31, a31oi_1 18
mux4_2 1152, inv_1 42, ha_1 128, buf_4 262
nor2_1 177, a21oi_1 206, nand2_1 816, or3_1 19
clkinv_2 40, clkbuf_8 27, o21ai_0 184, xor2_1 105
nor3_1 58, nand3_1 437, o32ai_1 16, o21a_1 30
clkdlybuf4s50_1 302, conb_1 64, mux2_2 137, o31ai_1 17
edfxtp_1 2048, nor2_4 33, o21bai_1 19
power by group:
group	internal [mW]	leakage, nW	switching, mW
Sequential	2.58	28.0	0.0786
Clock	1.28	4.70	0.892
Combinational	0.272	18.7	0.383
kinds of logic after synthesis:
| family | Yosys count | synth area share |
|---|---|---|
| compound gates | 755 | 0.0378 |
| xor+xnor | 228 | 0.0158 |
| fa+ha+maj | 133 | 0.0132 |
| buf+inv | 644 | 0.0232 |
| flops | 2772 | 0.629 |
| mux | 1311 | 0.219 |
| other cells | 1 | 0.0000296 |
| simple gates | 1747 | 0.0623 |
worst max-delay path, delay by kind of cell:
kind / cells / cell delay [ns]
buf+inv: 8 / 4.53
mux: 2 / 1.25
simple gates: 4 / 0.40
synthesized netlist by cell type (122+ instances only):
cell,instances,area share
nand3_1,437,0.017
o21ai_0,184,0.0073
clkbuf_1,333,0.0099
a21oi_1,206,0.0081
buf_4,130,0.0077
a21o_1,122,0.0072
nor2_1,208,0.0062
nand2_1,818,0.024
edfxtp_1,2048,0.49
mux2_2,140,0.012
ha_1,128,0.013
dfrtp_1,724,0.14
xnor2_1,122,0.0084
buf_1,130,0.0039
mux4_2,1152,0.20
per-layer routing:
layer	global-route usage	up-vias
li1	-	30800
met1	0.433	37800
met2	0.490	5642
met3	0.284	915
met4	0.114	44
met5	0.0608	-
final timing paths:
check	end	slack, ns	cells after the start
max in group asynchronous	ID_EX.q[108]	37.58	6
max reg2reg	EX_MEM.q[133]	40.54	31
min in group asynchronous	ID_EX.q[263]	9.59	2
min reg2reg	ID_EX.q[199]	0.33	0
min	ID_EX.q[199]	0.33	0
max	ID_EX.q[35]	34.51	14
metrics by stage:
stage,worst slack (ns),area (um2),power [mW],cells
6_report,34.51,143000,5.48,11500
5_1_grt,33.88,143000,5.65,11500
4_1_cts,34.33,143000,5.51,11500
3_5_place_dp,33.37,134000,3.34,11000
3_3_place_gp,33.36,134000,3.35,11000
2_1_floorplan,19.77,127000,3.09,7654
area by class of cell:
type	count	area [um2]
fillers	18600	108000
flip-flops and latches	2772	79600
multi-input cells	4238	44700
clock buffers	434	8640
repair buffers	572	5150
well taps	3348	4190
clock inverters	111	990
inverters	45	176
diodes	11	27.5
Power figures rest on the tool's default switching activity, not on a simulated workload.
