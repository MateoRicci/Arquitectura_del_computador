--- /design/flow/config.mk ---
export PLATFORM = sky130hd
export DESIGN_NAME = controller
export DESIGN_NICKNAME = controller
export VERILOG_FILES = /design/flow/design.v
export SDC_FILE = /design/flow/constraint.sdc
export NUM_CORES = 4
export LEC_CHECK = 1
export CORE_AREA = 10 10 70 70
export DIE_AREA = 0 0 80 80
export SYNTH_HDL_FRONTEND = slang
--- /design/flow/constraint.sdc ---
current_design controller

set clk_period 1.5
set clk_io_pct 0.2

create_clock -name clk0 -period $clk_period

set non_clock_inputs [all_inputs -no_clocks]
set_input_delay [expr $clk_period * $clk_io_pct] -clock clk0 $non_clock_inputs
set_output_delay [expr $clk_period * $clk_io_pct] -clock clk0 [all_outputs]
--- /design/flow/design.v ---
module aludec (input  logic [10:0] funct,  
					input  logic [1:0]  aluop,  
					output logic [3:0] alucontrol);  				
	always_comb
		if (aluop == 2'b00) alucontrol = 4'b0010;			 
		else if (aluop == 2'b01) alucontrol = 4'b0111; 	 
		else if((aluop == 2'b10)  & (funct == 11'b10001011000)) alucontrol = 4'b0010;	 
		else if((aluop == 2'b10)  & (funct == 11'b11001011000)) alucontrol = 4'b0110;	 
		else if((aluop == 2'b10)  & (funct == 11'b10001010000)) alucontrol = 4'b0000;	 
		else if((aluop == 2'b10)  & (funct == 11'b10101010000)) alucontrol = 4'b0001;	 
		else if((aluop == 2'b10)  & (funct == 11'b10010001000 || funct == 11'b10010001001)) alucontrol = 4'b0010;  
		else if((aluop == 2'b10)  & (funct == 11'b11010001000 || funct == 11'b11010001001)) alucontrol = 4'b0110;  
		else alucontrol = 4'b0000;
endmodule
module controller(input logic [10:0] instr,
						output logic [3:0] AluControl,						
						output logic reg2loc, regWrite, AluSrc, Branch,
											memtoReg, memRead, memWrite);
	logic [1:0] AluOp_s;
	maindec 	decPpal 	(.Op(instr), 
							.Reg2Loc(reg2loc), 
							.ALUSrc(AluSrc), 
							.MemtoReg(memtoReg), 
							.RegWrite(regWrite), 
							.MemRead(memRead), 
							.MemWrite(memWrite), 
							.Branch(Branch), 
							.ALUOp(AluOp_s));	
	aludec 	decAlu 	(.funct(instr), 
							.aluop(AluOp_s), 
							.alucontrol(AluControl));
endmodule
module maindec(
    input logic [10:0] Op,
    output logic Reg2Loc, 
    output logic ALUSrc, 
    output logic MemtoReg, 
    output logic RegWrite, 
    output logic MemRead, 
    output logic MemWrite, 
    output logic Branch,
    output logic [1:0] ALUOp
);
    always_comb begin
        casez (Op)
            11'b111_1100_0010: {Reg2Loc, ALUSrc, MemtoReg, RegWrite, MemRead, MemWrite, Branch, ALUOp} = 9'b011110000; 
            11'b111_1100_0000: {Reg2Loc, ALUSrc, MemtoReg, RegWrite, MemRead, MemWrite, Branch, ALUOp} = 9'b110001000;
            11'b101_1010_0???: {Reg2Loc, ALUSrc, MemtoReg, RegWrite, MemRead, MemWrite, Branch, ALUOp} = 9'b100000101;
            11'b100_0101_1000, 
            11'b110_0101_1000, 
            11'b100_0101_0000, 
            11'b101_0101_0000: {Reg2Loc, ALUSrc, MemtoReg, RegWrite, MemRead, MemWrite, Branch, ALUOp} = 9'b000100010;
				11'b100_1000_100?,
				11'b110_1000_100?: {Reg2Loc, ALUSrc, MemtoReg, RegWrite, MemRead, MemWrite, Branch, ALUOp} = 9'b010100010;
            default: {Reg2Loc, ALUSrc, MemtoReg, RegWrite, MemRead, MemWrite, Branch, ALUOp} = 9'b000000000;
        endcase
    end
endmodule
--- /design/flow/run.sh ---
#!/bin/bash
# OpenROAD 26Q1-2900-gdf79404cd8, Yosys 0.63+post, stock flow scripts
make -C /OpenROAD-flow-scripts/flow DESIGN_CONFIG=/design/flow/config.mk WORK_HOME=/design/flow/orfs finish
==> flow_summary.ini <==
; generated from flow reports
[layout]
drive_above_1_share = 0.818
synthToLayoutAreaGrowth_pct = 206
final_area_um2 = 688
regArea_um2 = 0
final_util = 0.201
logic_area_um2 = 285
nClkBuffers = 0
seq_cell_count = 0
fill_cells = 372

[detailed_routing]
drt_pass1_iterations = 3
wirelength_um = 1210
route.detailed.drc = 0
ant_nets = 0
wl_per_cell_um = 10.8
drt-initial-drc-count = 13
vias = 369
antenna_cells = 0
vias_per_cell = 3.29

[logic_synthesis]
netlist.area_leader.share = 0.111
postSynthSeqShare = 0
netlist_top_cells_area = and4bb_2, nor3b_4, o21ai_2
synth_warnings = 0
top_area_cell = and4bb_2
syn_area_um2 = 225
yosys_cells = 31
avgSynthCellArea_um2 = 7.27
syn_inst = 31
yosys_area_um2 = 225
yosys.cell_types.count = 21

[pwr]
power.leakage_nw = 0.323
power_density_mw_per_mm2 = 143
peakVddDrop_v = 0.0000333

[sta]
rsz0062_at_grt = true
finalCritPeriodShare = 1.01
finalSetupTns_ns = -0.0522
hold_slack_ns = 0.935
fmax_mhz = 658
fin_ws_ns = -0.0201
final_hold_viol_count = 0
setup_viol = 4
finalMaxSlewViolations = 0
post-route-min-period_ns = 1.52

[outcome]
violations = setup timing
status = complete, but fails checks

[grt]
grt_pass1_wl_um = 1860
track_usage = 0.0342
grt.overflow.total = 0
antenna_found_initial = 0
grt_start_max_net_pins = 6
grt_pass1_vias = 375

[floorplan]
core_mm2 = 0.00342
num_rows = 21
die_y_um = 80
die_w_um = 80
io_pins = 22
initCoreUtil = 0.0659
die_area_mm2 = 0.00640

[place]
io_buffer_count = 21
dpl.hpwl_um = 889
placed_area_um2 = 515
place_congestion = 0.724

[worst_hold_path]
whs_path_depth = 5
min_path_type = input port to output port

[worst_setup_path]
cp_common_cell = buf_6
startpoint_type = input port
path_cells = buf_6, and4bb_4, nand4_4, buf_6, o21ai_2, buf_2
crit_required_ns = 1.20
worst_path_max_delay_cell = and4bb_4
endpoint_kind = output port
crit_path_max_incr_delay_ns = 0.37
worst-path-max-fanout = 3
crit_type = input port to output port
critPathArrivalTime_ns = 1.22

[clock_tree]
hold_buffers = 0

[run]
maxCapViolCount = 0
warning_count = 34
## kinds of logic (layout without fill, tap and decap cells)
kind of cell | after synthesis | count (layout) | share of synthesized area
and+or+nand+nor | 16 | 16 | 0.594
AOI/OAI and AO/OA | 8 | 8 | 0.256
buffers and inverters | 6 | 41 | 0.133
other | 1 | 1 | 0.0167
## cell type report
cell class         count  share of cell area
multi-input cells     25               0.415
well taps             46              0.0836
repair buffers        37               0.480
inverters              4              0.0218
## final timing paths
path / startpoint / endpoint / slack (ns)
max: instr[3] / reg2loc / -0.02
min: instr[4] / AluSrc / 0.93
## worst max-delay path: cells and delay by family
kind / cells / cell delay [ns]
buffers and inverters: 3 / 0.33
AND-OR/OR-AND: 1 / 0.09
AND/OR/NAND/NOR: 2 / 0.49
## what timing repair did
action / in CTS / in global routing
buffers inserted: 8 / 3
endpoints found under the setup margin: 10 / 9
gates resized: 96 / 16
pin swaps: 13 / 4
## power by group
part	switching, mW	internal, mW
clock	0	0
sequential	0	0
combinational	0.0418	0.0568
total	0.0418	0.0568
## cell usage in the layout, fill, tap and decap left out, types with 2 or more instances in the layout
| master | netlist | final |
|---|---|---|
| o21ai_1 | 2 | 2 |
| o21ai_2 | 2 | 3 |
| buf_6 | 0 | 18 |
| nand3_4 | 0 | 3 |
| inv_2 | 0 | 2 |
| clkbuf_2 | 0 | 3 |
| buf_4 | 2 | 7 |
| inv_1 | 4 | 2 |
| buf_2 | 0 | 6 |
## per-stage QoR
stage,std cells,power [mW],worst slack (ns)
finish,112,0.0986,-0.0201
floorplan,31,0.0198,0.348
global route,112,0.106,-0.0793
detailed placement,101,0.0701,-0.750
CTS,109,0.0879,-0.0819
global placement,101,0.0706,-0.770
## synthesized netlist by cell type
library cell	number
inv_1	4
nand3_1	3
and4bb_2	2
buf_4	2
nor2_1	2
o21ai_1	2
o21ai_2	2
a211oi_1	1
a21oi_1	1
and2b_2	1
and4b_1	1
conb_1	1
nand2_1	1
nand3_2	1
nand4_2	1
nor3_1	1
nor3b_1	1
nor3b_4	1
nor4bb_1	1
o211ai_2	1
o21ai_0	1
## layer usage
| layer | up-vias | global-route usage | share of wire |
|---|---|---|---|
| met5 | - | 0 | 0 |
| met4 | 0 | 0 | 0 |
| met3 | 0 | 0.0102 | 0.095 |
| met2 | 15 | 0.0482 | 0.41 |
| met1 | 170 | 0.0521 | 0.50 |
| li1 | 184 | - | - |
Power is estimated from default activity; no workload was simulated.
