<file path="design.v">
module imem(input logic [7:0] addr, output logic [31:0] q);
	logic [31:0] rom [0:255] = '{default: 32'h0};
	initial begin
		rom [0 : 20] = '{
			32'h910028a3, 32'h8b1f03ff, 32'h8b1f03ff, 32'h8b1f03ff, 32'hf8000003,  
			32'hd1001544, 32'h8b1f03ff, 32'h8b1f03ff, 32'h8b1f03ff, 32'hf8008004 ,  
			32'hd1004063, 32'h8b1f03ff, 32'h8b1f03ff, 32'h8b1f03ff, 32'hf8000203,  
			32'h91000863, 32'h8b1f03ff, 32'h8b1f03ff, 32'h8b1f03ff, 32'hf8008203,  
			32'hb400001f 
		};	
	end
	always_comb begin
		q = rom[addr];
	end
endmodule
</file>
<file path="run.sh">
#!/bin/bash
# OpenROAD 26Q1-2900-gdf79404cd8, Yosys 0.63+post, stock flow scripts
make -C /OpenROAD-flow-scripts/flow DESIGN_CONFIG=/design/flow/config.mk WORK_HOME=/design/flow/orfs finish
</file>
<file path="config.mk">
export PLATFORM = sky130hd
export DESIGN_NAME = imem
export DESIGN_NICKNAME = imem
export VERILOG_FILES = /design/flow/design.v
export SDC_FILE = /design/flow/constraint.sdc
export NUM_CORES = 4
export LEC_CHECK = 1
export CORE_AREA = 10 10 70 70
export DIE_AREA = 0 0 80 80
export SYNTH_HDL_FRONTEND = slang
export SYNTH_MEMORY_MAX_BITS = 65536
</file>
<file path="constraint.sdc">
current_design imem

set clk_period 3.9
set clk_io_pct 0.2

create_clock -name clk0 -period $clk_period

set non_clock_inputs [all_inputs -no_clocks]
set_input_delay [expr $clk_period * $clk_io_pct] -clock clk0 $non_clock_inputs
set_output_delay [expr $clk_period * $clk_io_pct] -clock clk0 [all_outputs]
</file>
==> impl_metrics.json <==
{
  "dieWidth_um": 80,
  "p_int_w": 0.0000426,
  "setup_tns_ns": 0,
  "dieHeight_um": 80,
  "avgSynthCellArea_um2": 6.59,
  "critPathArrivalTime_ns": 2.86,
  "simple_gate_share_pct": 36.2,
  "topCellsByArea": "ha_1 14%, buf_4 13%, nor2_1 7.9%",
  "seq_cells": 0,
  "syn-instance-count": 108,
  "finalWeightedCongestion": 0.903,
  "clock_buffers": 0,
  "yosysCellCount": 108,
  "seqPwrFrac_pct": 0,
  "ys_seq_share_pct": 0,
  "mux_share_pct": 3.69,
  "dp_slack_ns": 0.0851,
  "layout_setup_ws_ns": 0.260,
  "area_delta_synth_final_pct": 51.5,
  "grt_max_degree": 16,
  "wl_met1_um": 930,
  "cp_cell_sequence": "clkdlybuf4s50_1, inv_1, ha_1, nor2b_1, o21ai_2, a21oi_2, nor2_2, clkdlybuf4s50_1",
  "adder_share_pct": 14.1,
  "max_stage_delay_ns": 0.51,
  "cp_max_fo": 6,
  "antenna_cells": 0,
  "antenna_found_initial": 0,
  "crit_top_cell": "clkdlybuf4s50_1",
  "maxCapViolCount": 0,
  "ir_drop_uv": 44.5,
  "path_buffers": 3,
  "routed-wl-met2_um": 1060,
  "leakagePower_nw": 0.391,
  "seqCellArea_um2": 0,
  "worstHoldPathType": "in -> out",
  "clkPwrFrac_pct": 0,
  "remaining_drc_errors": 0,
  "synth.logic.top_family": "simple AND/OR/NAND/NOR gates",
  "worstPathRequired_ns": 3.12,
  "slowest_stage": "clkdlybuf4s50_1",
  "synth.top_cells.by_count": "15 x nor2_1, 12 x buf_4, 10 x a21oi_1, 9 x nand2_1, 8 x ha_1",
  "rsz0062_at_grt": "false",
  "hold_violations": 0,
  "critPathLaunchType": "input pin",
  "top_area_share_pct": 14.1,
  "maxSlewViolCount": 0,
  "end_kind": "output port",
  "via_per_inst": 4.36,
  "finalSetupViolations": 0,
  "finalPower_w": 0.0000824,
  "ys_area_um2": 712,
  "drtIter0Drc": 27,
  "swShare_pct": 48.3,
  "routedWlPerCell_um": 12.0,
  "yosys.area_share.aoi_pct": 26.5,
  "rows": 21,
  "port_buffers": 37,
  "hpwl_um": 1900,
  "coreArea_mm2": 0.00342,
  "dr_wl_met3_um": 193,
  "die-area_mm2": 0.00640,
  "gr-total-overflow": 0,
  "ys_sh_xor_pct": 0,
  "drive_gt1_share_pct": 16.2,
  "ant_nets": 0,
  "p_sw_w": 0.0000398,
  "critPathTopFamily": "buffers and inverters",
  "maxUsedRoutingLayer": "met3",
  "nFillCells": 376,
  "ys_warn_count": 0,
  "warnings": 39,
  "fmax_mhz": 275,
  "power_frac_comb_pct": 100.0,
  "first_pass_iters": 4,
  "period_needed_ns": 3.64,
  "synth.distinct_cells": 35,
  "post-route-period-util_pct": 93.3,
  "first_global_vias": 765,
  "wl_um": 2180,
  "num_io_pins": 40,
  "ctsHoldBuffers": 0,
  "num_vias": 794,
  "status": "finished, final reports clean",
  "setup.worst_path.class": "in -> out",
  "grt_pass1_wl_um": 3590,
  "syn_area_um2": 712,
  "track_usage_pct": 6.49,
  "fp_util_pct": 20.8,
  "top_cell": "nor2_1",
  "power_density_mw_per_mm2": 76.4,
  "yosysTopAreaCell": "ha_1"
}
## tightest hold or removal path: cells and delay by family
family	cells	cell delay, ns
buffers and inverters	2	0.88
AND/OR/NAND/NOR	3	0.22
## power by group through the flow
stage / logic, W / clock network [W] / registers (W)
final: 0.0000824 / 0 / 0
after global routing: 0.0000925 / 0 / 0
after CTS: 0.0000821 / 0 / 0
## layout by cell type, fill, tap and decap left out, drive strengths merged
cell,netlist,final
clkdlybuf4s50,0,37
nor3,5,5
a221oi,1,1
nor2,16,16
conb,1,3
and2,3,3
nor4,2,2
nand2b,4,4
nor3b,1,1
nand3,2,2
o211ai,3,3
a31oi,2,2
and2b,1,1
o2bb2a,1,1
buf,15,6
or3,2,2
a2bb2oi,1,1
ha,8,8
inv,4,4
mux2,2,2
o21ai,7,7
nand2,9,9
nor2b,2,2
o31ai,1,1
a21oi,13,13
## repair_timing
action                     4_1_cts  5_1_grt
setup endpoints to repair        0        6
gates resized                    0        2
buffers inserted                 0        0
## routing by layer
metal  GRT usage [%]  vias to the layer above
met2            11.2                       25
li1                -                      415
met4           0.352                        0
met1            8.50                      354
met3            1.25                        0
met5               0                        -
## path summary, 6_finish.rpt
path,start,end,slack (ns),cells past startpoint
setup / recovery,addr[1],q[25],0.26,8
hold / removal,addr[5],q[26],2.66,5
## through the flow
stage          cell area, um^2  std cells  util (%)  hold slack, ns
2_1_floorplan              719        110         -            1.65
3_5_place_dp              1070        182      31.4            2.67
5_1_grt                   1080        182      31.6            2.72
3_3_place_gp              1070        182      31.4            2.66
4_1_cts                   1070        182      31.4            2.68
6_report                  1080        182      31.6            2.66
## logic make-up after synthesis
logic type | count (synthesis)
AND/OR/NAND/NOR | 47
AND-OR/OR-AND | 29
multiplexers | 2
other | 1
adder cells (fa/ha/maj) | 8
buffers and inverters | 21
## final cells by class
class | instances | area, um^2 | share of cell area (%)
Tap cell | 46 | 57.6 | 5.34
Timing Repair Buffer | 43 | 415 | 38.5
Inverter | 4 | 15.0 | 1.39
Multi-Input combinational cell | 89 | 591 | 54.8
No activity file was given, so power comes from the tool's default toggle rates.
